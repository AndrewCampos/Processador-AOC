**design/flow/design.v**
```verilog
module  DeBounce 
	(
	input 			clk, n_reset, button_in,				 
	output reg 	DB_out													 
	);
	parameter N = 11 ;		 
	reg  [N-1 : 0]	q_reg;							 
	reg  [N-1 : 0]	q_next;
	reg DFF1, DFF2;									 
	wire q_add;											 
	wire q_reset;
	assign q_reset = (DFF1  ^ DFF2);		 
	assign  q_add = ~(q_reg[N-1]);			 
	always @ ( q_reset, q_add, q_reg)
		begin
			case( {q_reset , q_add})
				2'b00 :
						q_next <= q_reg;
				2'b01 :
						q_next <= q_reg + 1;
				default :
						q_next <= { N {1'b0} };
			endcase 	
		end
	always @ ( posedge clk )
		begin
			if(n_reset ==  1'b0)
				begin
					DFF1 <= 1'b0;
					DFF2 <= 1'b0;
					q_reg <= { N {1'b0} };
				end
			else
				begin
					DFF1 <= button_in;
					DFF2 <= DFF1;
					q_reg <= q_next;
				end
		end
	always @ ( posedge clk )
		begin
			if(q_reg[N-1] == 1'b1)
					DB_out <= DFF2;
			else
					DB_out <= DB_out;
		end
	endmodule
```
**design/flow/run.sh**
```bash
#!/bin/bash
# OpenROAD 26Q1-2900-gdf79404cd8, Yosys 0.63+post, stock flow scripts
make -C /OpenROAD-flow-scripts/flow DESIGN_CONFIG=/design/flow/config.mk WORK_HOME=/design/flow/orfs finish
```
**design/flow/config.mk**
```make
export PLATFORM = sky130hd
export DESIGN_NAME = DeBounce
export DESIGN_NICKNAME = DeBounce
export VERILOG_FILES = /design/flow/design.v
export SDC_FILE = /design/flow/constraint.sdc
export NUM_CORES = 4
export LEC_CHECK = 1
export CORE_AREA = 10 10 70 70
export DIE_AREA = 0 0 80 80
```
**design/flow/constraint.sdc**
```tcl
current_design DeBounce

set clk_period 1.6
set clk_io_pct 0.2

create_clock -name clk0 -period $clk_period [get_ports {clk}]

set non_clock_inputs [all_inputs -no_clocks]
set_input_delay [expr $clk_period * $clk_io_pct] -clock clk0 $non_clock_inputs
set_output_delay [expr $clk_period * $clk_io_pct] -clock clk0 [all_outputs]
```
==> GITHUB_STEP_SUMMARY <==
## Implementation flow summary

| Metric | Value |
|---|---|
| Outcome | `finished, final reports clean` |
| Gr busiest metal | `met1` |
| Startpoint types | `flip-flop` |
| Htree depth | `1` |
| Kind of critical path | `flip-flop to output port` |
| Type of destination of the critical path | `output port` |
| Via count | `424` |
| CTS buffer count | `3` |
| Hold_buf cts | `0` |
| Diodes inserted | `0` |
| Sequential Power Share | `61.1%` |
| Top cells excl fill/tap | `13 x dfxtp_1, 6 x nor2_1, 4 x nand3_1` |
| IO Pins | `4` |
| Log Warnings | `25` |
| Clock power frac | `33.5%` |
| Relative slew slack | `73.0%` |
| Initial antenna violation count | `0` |
| Critical path cell sequence | `clkdlybuf4s50_1` |
| Maximum buffer depth of the clock tree | `2` |
| DP HPWL | `650 µm` |
| Mapped Area | `592 µm²` |
| Buffers & Inverters on Critical Path | `1` |
| Net Sw Frac | `21.7%` |
| Largest net degree at the start of global routing | `10` |
| Post-synth EDFFs | `1` |
| Max Slew Vio Count | `0` |
| Drt pass-1 iters | `4` |
| Setup bufs post-CTS | `0` |
| Shortest period the worst path allows | `1.37 ns` |
| Clock skew | `0.00756 ns` |
| Ys cells | `56` |
| Vias in the first global route | `366` |
| Cell family contributing the most delay on the critical path | `buffers and inverters` |
| GR Util met2 | `4.17%` |
| Combinational share of power | `5.3%` |
| Fp util | `17.3%` |
| Max reg flops | `11` |
| R2R cell count | `3` |
| Synth cell types | `24` |
| Setup crit start | `DB_out$_DFFE_PP_` |
| Reg-to-Reg Start | `q_reg[10]$_SDFFE_PN0P_` |
| Worst path depth | `1` |
| RR Endpoint | `q_reg[9]$_SDFFE_PN0P_` |
| M3 GR Usage | `0.909%` |
| Peak VDD IR | `181 µV` |
| First-pass GRT wire length | `1590 µm` |
| Fill count | `379` |
| Cell Pwr Density | `853 mW/mm²` |
| Clk slew on worst S/H paths | `0.08 ns` |
| Antenna viol nets, final | `0` |
| Hold path startpoint | `DFF2$_SDFF_PN0_` |
| Async SR Flop Fraction | `0%` |
| Insertion Delay late pin | `0.28 ns` |
| Post-layout period usage | `85.6%` |
| Crit path DAT | `1.05 ns` |
| Final core occ | `20.7%` |
| Top cell excl fill/tap | `dfxtp_1` |
| DRC | `0` |
| GRT Overall Usage | `2.95%` |
| Hold Crit Endpoint | `DB_out$_DFFE_PP_` |
| Int Power | `471 µW` |
| Leakage | `0.266 nW` |
| Yosys chip area | `592 µm²` |
| Fmax | `0.730 GHz` |
| Crit path max-delay cell type | `clkdlybuf4s50_1` |
| Crit Path Max Fanout | `1` |
| Wire length per cell | `8.14 µm` |
| Die height | `80 µm` |
| TritonCTS Sinks | `14` |
| Total core area | `0.00342 mm²` |
| Synth Seq Share | `49.0%` |
| Mean Syn Cell Area | `10.6 µm²` |
| Setup violators final | `0` |
| Port buffer count | `3` |
| Crit path required time | `1.28 ns` |
| Synth-to-Final Area Change | `19.2%` |
| Worst Hold Class | `flip-flop to flip-flop` |
| Resized Gates After CTS | `0` |
| Aggregate global routing overflow | `0` |
| Dominant Register Cell | `dfxtp_1` |
| Vias/cell | `3.89` |
| Initial DRC Count | `23` |
| Die X | `80 µm` |
| Worst Max-Slew Pin Slew | `0.403 ns` |
| Fin Setup TNS | `0 ns` |
| Clock root buffer | `clkbuf_4` |
| Synthesized registers | `14` |
| Psw | `131 µW` |
| RSZ-0062 raised after global routing | `no` |
| Final wirelength | `887 µm` |
| Share of layout cells above drive strength 1 | `12.7%` |
| M1 GR Usage | `4.38%` |
| Max-Cap Viols | `0` |
| Hold Vio Cnt, Final | `0` |
| Chip area | `0.00640 mm²` |
| Warning count from the yosys run | `1` |
| TritonCTS clock tree | `done` |
| Row cnt | `21` |
| R2r setup slk | `0.28 ns` |
| Synth Instances | `56` |
| GP Congestion | `0.779` |
| Max stage delay on crit path | `0.45 ns` |
| Hold Path Stages | `0` |
==> worst max path at each step <==
stage                              endpoint  slack (ns)
after CTS                            DB_out        0.21
after global routing  q_reg[9]$_SDFFE_PN0P_        0.16
final                                DB_out        0.23
==> layout make-up <==
type                       instances  area [µm²]  area share [%]
clock buffer                       4        26.3            3.72
timing repair buffer               3        30.0            4.26
multi-input combinational         42         302            42.7
tap                               46        57.6            8.16
sequential                        14         290            41.1
==> cells in the mapped netlist (2+ instances only) <==
master,number,area share [%]
nand3b_1,2,2.5
xor2_1,2,3.0
or4_1,2,2.5
xnor2_1,3,4.4
dfxtp_1,13,44
a21oi_1,3,2.5
nand3_1,4,3.4
nor2_1,6,3.8
mux2i_1,3,5.1
o31ai_1,2,2.5
and2_1,2,2.1
nand2_1,2,1.3
==> logic make-up (layout without fill, tap and decap cells) <==
logic type,count (synthesis),count (layout),synth area share (%)
AND/OR/NAND/NOR,26,26,29.0
adder cells (fa/ha/maj),1,1,2.11
multiplexers,3,3,5.07
buffers and inverters,0,7,0
flip-flops,14,14,49.0
AND-OR/OR-AND,7,7,7.40
XOR/XNOR,5,5,7.40
==> metal layers <==
layer / vias to the layer above / share of wire (%)
li1: 225 / -
met1: 191 / 50
met2: 8 / 45
met3: 0 / 4.7
met4: 0 / 0
met5: - / 0
==> through the flow <==
step | power [mW] | hold slack [ns] | instances | cell area (µm²) | worst slack, ns
final | 0.602 | 0.478 | 109 | 706 | 0.231
after global routing | 0.642 | 0.495 | 109 | 706 | 0.155
after CTS | 0.613 | 0.480 | 109 | 706 | 0.214
after detailed placement | 0.409 | 0.467 | 105 | 679 | 0.285
after global placement | 0.407 | 0.470 | 105 | 679 | 0.320
after floorplan | 0.396 | 0.429 | 56 | 592 | 0.377
==> power by group through the flow <==
stage	Combinational [mW]	Clock, mW	Sequential, mW
6_report	0.0322	0.202	0.368
4_1_cts	0.0330	0.212	0.368
5_1_grt	0.0370	0.236	0.370
Power is estimated from default activity; no workload was simulated.
